==> flow/run.sh <==
#!/bin/bash
# OpenROAD 26Q1-2900-gdf79404cd8, Yosys 0.63+post, stock flow scripts
make -C /OpenROAD-flow-scripts/flow DESIGN_CONFIG=/design/flow/config.mk WORK_HOME=/design/flow/orfs finish
==> flow/config.mk <==
export PLATFORM = sky130hd
export DESIGN_NAME = reorder_fsm
export DESIGN_NICKNAME = reorder_fsm
export VERILOG_FILES = /design/flow/design.v
export SDC_FILE = /design/flow/constraint.sdc
export NUM_CORES = 4
export LEC_CHECK = 1
export CORE_AREA = 10 10 70 70
export DIE_AREA = 0 0 80 80
==> flow/constraint.sdc <==
current_design reorder_fsm

set clk_period 1.0
set clk_io_pct 0.2

create_clock -name clk0 -period $clk_period [get_ports {clk_i}]

set non_clock_inputs [all_inputs -no_clocks]
set_input_delay [expr $clk_period * $clk_io_pct] -clock clk0 $non_clock_inputs
set_output_delay [expr $clk_period * $clk_io_pct] -clock clk0 [all_outputs]
==> flow/design.v <==
`timescale 1ns/1ps
module reorder_fsm #(
    parameter int W = 10,
    parameter int N = 544    
    )(
    input  logic                 clk_i,
    input  logic                 rst_ni,
    input  logic                 synd_start_i,        
    input  logic                 synd_last_i,          
    input  logic                 ecc_valid_i,         
    input  logic                 exceed_i,            
    input  logic                 recorrect_done_i,    
    input  logic                 forney_vld_i,        
    input  logic [9:0]           forney_pos_i,        
    input  logic [W-1:0]         forney_y_i,          
    output logic                 forney_s3_rdy_o,     
    output logic                 cap_sel_o,           
    output logic                 apply_en_o,          
    output logic                 apply_sel_o,         
    output logic [9:0]           apply_pos_o,         
    output logic [W-1:0]         apply_y_o,           
    output logic [1:0]           use_fix_bank_o,      
    output logic                 app_sel_o,           
    output logic [1:0]           output_sel_o         
    );
    logic cap_sel, app_sel;   
    assign cap_sel_o = cap_sel;
    assign app_sel_o = app_sel;
    always @(posedge clk_i or negedge rst_ni) begin
        if (!rst_ni) begin
            cap_sel <= 1'b0;    
            app_sel <= 1'b0;    
        end else begin
            if (synd_last_i)       cap_sel <= ~cap_sel;   
            if (recorrect_done_i)  app_sel <= ~app_sel;   
        end
    end
    always @(posedge clk_i or negedge rst_ni) begin
        if (!rst_ni) begin
            use_fix_bank_o <= 2'b00;
        end else if (ecc_valid_i) begin
            use_fix_bank_o[app_sel] <= ~exceed_i;   
        end
    end
    always @(*) begin
        forney_s3_rdy_o = 1'b1;
        apply_en_o  = forney_vld_i;
        apply_sel_o = app_sel;
        apply_pos_o = forney_pos_i;      
        apply_y_o   = forney_y_i;
    end
    always @(posedge clk_i or negedge rst_ni) begin
        if (!rst_ni) begin
            output_sel_o <= 2'b00;                       
        end else if (recorrect_done_i) begin
            output_sel_o[1] <= app_sel;                  
            output_sel_o[0] <= use_fix_bank_o[app_sel];  
        end
    end
endmodule
==> impl.org <==
#+TITLE: Implementation results

** Detailed routing
- The routed design has 740 um of wire.
- Signal routing reaches up to met4.
- Detailed-route via count :: 212
- The routed wirelength on the met1 layer is recorded as 314 um.
- Detailed-route vias per instance :: 2.38
- The first TritonRoute pass finished after 2 iterations.
- TritonRoute reported its final design rule violation total as 0.
- In the routed netlist, the antenna diode instances number 0.
- Initial DRC Count :: 12
- Post-DR wirelength/cell :: 8.31 um
- Remaining antenna violation count :: 0
- Per the detail_route log, met2 wirelength is 328 um.
- Wire length on met3 :: 87 um

** Placement
- In this run the tool buffered the top-level ports with 12 buffer cells.
- Detailed placement finished with a half-perimeter wire length of 576 um.
- GP Congestion :: 0.705
- In this run, placement finished with an instance count of 82.

** Setup path
- STA classifies the critical path startpoint as a flip-flop.
- Cells on worst reg2reg path :: 5
- At the worst endpoint, the required time is 1.12 ns.
- Critical path peak fanout :: 3
- The worst register-to-register path ends at output_sel_o[0].
- Endpoint type of the worst setup path :: flip-flop
- FF-to-FF setup slack :: -0.1 ns
- Following the worst setup path forward leads to its endpoint at output_sel_o[0].
- On the critical path the data arrives at 1.21 ns.
- Startpoint of the worst-slack reg-to-reg timing path :: app_sel
- For reference, the most critical setup path is categorized as reg -> reg.
- Tracing the worst setup path back leads to its startpoint at app_sel.

** Outcome
- Failing checks :: setup timing
- Outcome :: finished with violations

** Yosys
- In this run, the synthesized area fraction spent on AND-OR/OR-AND gates is recorded as 1.22%.
- Counting every instance in the synthesized netlist gives 42.
- Of the total synthesized cell area, the portion taken by full adders, half adders and majority gates is 0%.
- The synth_stat.txt file lists the number of cells as 42.
- Per the post-synthesis stats, the area per cell is 9.80 um^2.
- Proportion of synthesized chip area in sequential cells :: 36.5%
- The post-synth register bit count is 6.
- Cell with the most instances after synthesis :: sky130_fd_sc_hd__buf_4
- FFs w/ async S/R, synth :: 100%
- Cell type contributing the most total cell area after synthesis :: sky130_fd_sc_hd__buf_4
- By area the synthesized netlist is led by sky130_fd_sc_hd__buf_4 (42%), sky130_fd_sc_hd__dfrtp_1 (36%), sky130_fd_sc_hd__mux2i_1 (7.3%), sky130_fd_sc_hd__xor2_1 (4.3%), sky130_fd_sc_hd__mux2_2 (2.7%).
- Xor+xnor area frac :: 4.26%
- The warning tally printed by Yosys for this design is 1.
- After synthesis, the largest area contributor takes up 41.9% of total cell area.
- Portion of netlist area occupied by mux cells :: 10.0%
- Main logic family after synthesis :: buffers and inverters
- In this run, synthesis inferred 0 flip-flops with an integrated enable.
- In the Yosys stats the netlist draws on 11 distinct library cells.
- Flip-flop cell with the highest count after synthesis :: sky130_fd_sc_hd__dfrtp_1
- Synthesized-area fraction occupied by and/or/nand/nor cells :: 3.34%
- The commonest cells after synthesis are sky130_fd_sc_hd__buf_4 (23), sky130_fd_sc_hd__dfrtp_1 (6), sky130_fd_sc_hd__mux2i_1 (3).
- In the synthesis report, Yosys lists the chip area as 412 um^2.
- Synth Cell Area :: 412 um^2

** Global routing
- The number of global-route vias before repair came to 253.
- The first global-routing pass estimated 1260 um of wire.
- The initial antenna violation count is 0.
- Global routing finished with a remaining overflow of 0.
- Largest net degree at the start of global routing :: 7
- Aggregate global-route resource usage :: 2.47%

** Final timing
- In this build the clock could be raised as far as 910 MHz.
- Setup repair after global routing missed its margin :: true
- Setup total negative slack on the finished layout was measured at -0.405 ns.
- Worst clock skew :: 0.000179 ns
- Number of max-slew violations in the final report :: 0
- In the final report, the number of endpoints failing setup comes to 6.
- Final WS setup :: -0.0984 ns
- The routed design could run at a clock period as short as 1.10 ns.
- After layout, the worst path uses 110% of the clock period.
- Hold-check failures listed in the final report amount to 0.

** Flow run
- Across all stage logs, warnings added up to 28.
- The tool flagged a number of max-cap violations equal to 0.

** Floorplan
- Fp util :: 12.1%
- For reference, the placement row count at floorplan is 21.
- Width of the die :: 80 um
- Chip area :: 0.00640 mm^2
- The floorplan step defined a core boundary enclosing 0.00342 mm^2.
- Measured along the y axis, the die boundary spans 80 um.
- Number of top-level pins :: 57

** Clock network
- The tree is rooted in a sky130_fd_sc_hd__clkbuf_4.
- Maximum level of the CTS H-tree :: 1
- CTS Sinks :: 6
- Worst-skew pair later-pin latency :: 0.24 ns
- Number of buffers inserted during clock tree synthesis :: 3
- Number of buffers on the longest clock path :: 2
- The post-CTS hold buffer count recorded in the log is 0.
- TritonCTS built the clock tree.
- In the CTS report, the clock slew at the register clock pins of the worst setup and hold paths is listed as 0.04 ns.

** Finish
- Growth of design area from synthesis to finish :: 22.5%
- Final instance count without filler cells :: 89
- In the final layout, the share of cells above drive strength 1 is 48.8%.

** Pwr
- Power density over the cells :: 2690 mW/mm^2
- Across the VDD grid, the largest voltage drop is 0.000771 V.
- Per the OpenROAD power report, leakage power amounts to 0.247 nW.

** Worst hold path
- Class of the most critical hold timing path :: in -> async
[worst max-delay path, cell delays in order, from the launching register on]
cell                      delay [ns]
sky130_fd_sc_hd__dfrtp_1        0.38
sky130_fd_sc_hd__buf_6          0.12
sky130_fd_sc_hd__buf_6          0.11
sky130_fd_sc_hd__buf_6          0.11
sky130_fd_sc_hd__mux2i_1        0.17
sky130_fd_sc_hd__a21oi_1        0.09
[cell type report]
class	instances	area [um^2]
well taps	46	57.6
clock buffers	3	22.5
fillers	397	2910
flip-flops and latches	6	150
inverters	2	7.51
multi-input cells	11	92.6
repair buffers	21	174
[layer usage]
layer,track usage (%),up-vias
li1,-,108
met1,3.03,95
met2,3.13,7
met3,1.93,2
met4,0.880,0
met5,0,-
[cells in the final DEF (no fill, tap or decap)]
cell type                         count
sky130_fd_sc_hd__clkdlybuf4s50_1      5
sky130_fd_sc_hd__buf_4                5
sky130_fd_sc_hd__buf_2                4
sky130_fd_sc_hd__buf_6                5
sky130_fd_sc_hd__dfrtp_1              6
sky130_fd_sc_hd__mux2_4               1
sky130_fd_sc_hd__clkbuf_2             2
sky130_fd_sc_hd__nand2b_4             1
sky130_fd_sc_hd__nand2_1              1
sky130_fd_sc_hd__mux2i_1              3
sky130_fd_sc_hd__clkbuf_4             3
sky130_fd_sc_hd__nor2_1               1
sky130_fd_sc_hd__xor2_1               2
sky130_fd_sc_hd__a21oi_1              1
sky130_fd_sc_hd__conb_1               1
sky130_fd_sc_hd__inv_1                2
[where the power goes]
group | total, W | internal (W) | switching (W)
Clock | 0.000214 | 0.000135 | 0.0000789
Sequential | 0.000436 | 0.000368 | 0.0000678
Combinational | 0.000708 | 0.000505 | 0.000203
[stage by stage]
| step | instance area [um^2] | util, % | total power, W | hold WS [ns] | setup WS (ns) |
|---|---|---|---|---|---|
| 2_1_floorplan | 412 | - | 0.000648 | -0.0956 | 0.196 |
| 3_3_place_gp | 454 | 13.3 | 0.00105 | 0.400 | -0.132 |
| 3_5_place_dp | 454 | 13.3 | 0.00106 | 0.400 | -0.145 |
| 4_1_cts | 508 | 14.9 | 0.00139 | 0.205 | -0.0953 |
| 5_1_grt | 504 | 14.8 | 0.00148 | 0.227 | -0.153 |
| 6_report | 504 | 14.8 | 0.00136 | 0.205 | -0.0984 |
[worst min path at each step]
stage                                        end  slack, ns
after CTS                        output_sel_o[1]       0.20
after global routing             output_sel_o[1]       0.23
final                 asynchronous set/reset pin       0.20
[logic make-up (layout without fill, tap and decap cells)]
family,count (synthesis),after routing
AOI/OAI and AO/OA,1,1
xor gates and xnor gates,2,2
buffers and inverters,25,26
DFF,6,6
muxes,4,4
other,1,1
and+or+nand+nor,3,3
[what timing repair did]
action                     CTS  global route
setup buffers                4             0
setup endpoints to repair    7             9
pin swaps                    1             0
resized                     25             3
No activity file was given, so power comes from the tool's default toggle rates.
