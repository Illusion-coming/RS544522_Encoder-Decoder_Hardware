### flow/design.v
`timescale 1ps/1ps
`default_nettype none
module sync_fifo#(parameter ADDR_WIDTH = 4,
                  parameter DATA_WIDTH = 16)
                 (aclk, aresetn, data_in, push, pull,
                  full, empty, data_out);
    input  wire aclk;
    input  wire aresetn;
    input  wire push;
    input  wire pull;
    input  wire [DATA_WIDTH - 1 : 0] data_in;
    output wire full;
    output wire empty;
    output wire [DATA_WIDTH - 1 : 0] data_out;
    logic wr_en;
    logic [ADDR_WIDTH : 0] wr_ptr;
    logic [ADDR_WIDTH : 0] rd_ptr;
    logic empty_next;
    logic full_next;
    logic [DATA_WIDTH - 1 : 0] data_fifo;
    always @(posedge aclk or negedge aresetn) begin
        if(!aresetn) begin
            wr_ptr <= 'b0;
        end else if(push && !full_next) begin
            wr_ptr <= wr_ptr + 1;
        end 
    end
    always @(posedge aclk or negedge aresetn) begin
        if(!aresetn) begin
            rd_ptr <= 'b0;
        end else if(pull && !empty_next) begin
            rd_ptr <= rd_ptr + 1;
        end 
    end
    assign wr_en = push && !full_next;
    assign empty_next = wr_ptr == rd_ptr;
    assign full_next = (wr_ptr[ADDR_WIDTH] == !rd_ptr[ADDR_WIDTH]) && (wr_ptr[0 +: ADDR_WIDTH] == rd_ptr[0 +: ADDR_WIDTH]);
    sync_fifo_ram #(.ADDR_WIDTH(ADDR_WIDTH),
                    .DATA_WIDTH(DATA_WIDTH)) 
           sync_ram(.aclk(aclk),
                    .aresetn(aresetn),
                    .wr_en(wr_en),
                    .addr_in(wr_ptr[ADDR_WIDTH - 1: 0]),
                    .data_in(data_in),
                    .addr_out(rd_ptr[ADDR_WIDTH - 1: 0]),
                    .data_out(data_fifo));
    assign empty = empty_next;
    assign full = full_next;
    assign data_out = data_fifo;
endmodule
`resetall
`timescale 1ps/1ps
`default_nettype none
module sync_fifo_ram #(parameter ADDR_WIDTH = 4,
                       parameter DATA_WIDTH = 16)
                      (aclk, aresetn, wr_en, addr_in, data_in, addr_out,
                       data_out);
    input  wire aclk;
    input  wire aresetn;
    input  wire wr_en;
    input  wire [ADDR_WIDTH - 1 : 0] addr_in;
    input  wire [DATA_WIDTH - 1 : 0] data_in;
    input  wire [ADDR_WIDTH - 1 : 0] addr_out;
    output wire [DATA_WIDTH - 1 : 0] data_out;
    logic  [DATA_WIDTH - 1 : 0] mem [0 : (1 << ADDR_WIDTH) - 1];
    integer  i;
    always @ (posedge aclk or negedge aresetn) begin
        if(!aresetn) begin
            for(i = 0; i < (1 << ADDR_WIDTH); i = i + 1) begin : MEN_INITIAL
                mem[i] <= {(DATA_WIDTH){1'b0}};
            end
        end else if (wr_en) begin
            mem[addr_in] <= data_in;
        end 
    end
    assign data_out = mem[addr_out];
endmodule
`resetall
### flow/run.sh
#!/bin/bash
# OpenROAD 26Q1-2900-gdf79404cd8, Yosys 0.63+post, stock flow scripts
make -C /OpenROAD-flow-scripts/flow DESIGN_CONFIG=/design/flow/config.mk WORK_HOME=/design/flow/orfs finish
### flow/config.mk
export PLATFORM = sky130hd
export DESIGN_NAME = sync_fifo
export DESIGN_NICKNAME = sync_fifo
export VERILOG_FILES = /design/flow/design.v
export SDC_FILE = /design/flow/constraint.sdc
export NUM_CORES = 4
export LEC_CHECK = 1
export CORE_UTILIZATION = 40
### flow/constraint.sdc
current_design sync_fifo

set clk_period 4.8
set clk_io_pct 0.2

create_clock -name clk0 -period $clk_period [get_ports {aclk}]

set non_clock_inputs [all_inputs -no_clocks]
set_input_delay [expr $clk_period * $clk_io_pct] -clock clk0 $non_clock_inputs
set_output_delay [expr $clk_period * $clk_io_pct] -clock clk0 [all_outputs]
==> impl_metrics.env <==
# yosys + openroad results
export IMPL_ys_warn_count=3
export IMPL_finalClockPeriodUsage_pct=92.18
export IMPL_vdd_drop_max_v=0.0003732
export IMPL_coreArea_mm2=0.03059
export IMPL_worst_hold_slack_ps=394.2
export IMPL_status="finished, final reports clean"
export IMPL_drive_gt1_share_pct=39.10
export IMPL_max_cap_violations=0
export IMPL_routed_via_density=5.749
export IMPL_synth_area_mm2=0.01244
export IMPL_total_power_uw=10430
export IMPL_finalCriticalPeriod_ps=4425
export IMPL_critPathRequiredTime_ps=3840
export IMPL_synth_async_reset_ratio_pct=100.0
export IMPL_die_w_um=178.3
export IMPL_setup_tns_ps=0
export IMPL_clk_latency_ps=550
export IMPL_p_leak_uw=0.006003
export IMPL_globalRouteOverflowTotal=0
export IMPL_dp_hpwl_mm=19.02
export IMPL_grt_pass1_wl_mm=49.96
export IMPL_tool_warnings=31
export IMPL_cts_num_sinks=266
export IMPL_crit_buf_inv=2
export IMPL_synth_area_top_cells="dfrtp_1 54%, mux2_2 21%, mux2_4 3.6%, a222oi_1 1.9%, a22oi_1 1.6%"
export IMPL_syn2layout_area_growth_pct=14.20
export IMPL_wl_per_cell_um=23.52
export IMPL_yosys_area_mm2=0.01244
export IMPL_cts_made_buffers=29
export IMPL_place_gp_congestion=0.8136
export IMPL_synth_cell_types=49
export IMPL_synth_top_cell_by_area="dfrtp_1"
export IMPL_cts_resized=0
export IMPL_finalMaxSlewViolations=0
export IMPL_synthCells=913
export IMPL_drc=0
export IMPL_synth_flops=266
export IMPL_critPathKind="register to output port"
export IMPL_grt_max_degree=87
export IMPL_path_clk_slew_ps=60
export IMPL_cpLargestDelayFamily="buffers and inverters"
export IMPL_rsz0062_at_grt="false"
export IMPL_fp_util_pct=40.66
export IMPL_synth_cells_yosys=913
export IMPL_top_cell_area_share_pct=53.52
export IMPL_cp_end_kind="output port"
export IMPL_drt_first_iter_violations=632
export IMPL_synth_top_cell_by_count="dfrtp_1"
export IMPL_postCtsSetupRepairBufs=0
export IMPL_avgSynthCellArea_um2=13.62
export IMPL_critPathArrivalTime_ps=3460
export IMPL_cts_tree="yes"
export IMPL_yosys_top_cells_count="266 x dfrtp_1, 229 x mux2_2, 48 x clkbuf_1"
export IMPL_worst_pin_slew_ps=712.8
export IMPL_maxSlewHeadroom_pct=52.33
export IMPL_vias=7795
export IMPL_grt_pass1_vias=7984
export IMPL_skew_ps=17.16
export IMPL_setup_ws_ps=375.2
export IMPL_antenna_found_initial=3
export IMPL_h_tree_depth=1
export IMPL_path_max_fanout=18
export IMPL_powerDensity_mw_per_mm2=733.9
export IMPL_cts_root_buf="clkbuf_16"
export IMPL_port_buffer_count=37
export IMPL_crit_path_start_kind="register"
export IMPL_cts_path_max_buffers=3
export IMPL_min_path_type="input pin to async pin"
export IMPL_setup_viol=0
export IMPL_chipArea_mm2=0.03181
export IMPL_drt_pass1_iter_count=5
export IMPL_preCtsSetupSlack_ps=947.5
export IMPL_critPathMaxStageDelay_ps=580
export IMPL_edf_count=0
export IMPL_ios=38
export IMPL_grt_total_usage_pct=21.99
export IMPL_ys_seq_share_pct=53.52
export IMPL_holdBufCountCts=0
export IMPL_rows=64
export IMPL_finalHoldViolations=0
export IMPL_path_cells="ha_1, buf_4, a222oi_1, mux4_2, a41oi_1, clkdlybuf4s50_1"
export IMPL_fp_dieH_um=178.3
export IMPL_fmax_mhz=226.0
export IMPL_totalWireLength_mm=31.90
export IMPL_flop_cell="dfrtp_1"
export IMPL_antenna_left=0
export IMPL_critical_path_slowest_cell="ha_1"
==> registers in the layout, summed over array words and instances, names as in the netlist <==
register / count
wr_ptr: 5
rd_ptr: 5
sync_ram.mem: 256
==> through the flow <==
| stage | cell area [um^2] | cells | util, % |
|---|---|---|---|
| 3_5_place_dp | 13230 | 1302 | 43.23 |
| 2_1_floorplan | 12440 | 913 | - |
| 3_3_place_gp | 13230 | 1302 | 43.23 |
| 4_1_cts | 14200 | 1355 | 46.43 |
| 6_report | 14200 | 1356 | 46.44 |
| 5_1_grt | 14200 | 1355 | 46.43 |
==> where the power goes <==
| part | internal (uW) | total [uW] | switching, uW |
|---|---|---|---|
| clock | 1370 | 2260 | 890 |
| sequential | 3330 | 4020 | 683 |
| combinational | 2240 | 4150 | 1910 |
| total | 6940 | 10400 | 3490 |
==> cells in the final DEF (no fill, tap or decap), types with 4 or more instances in the layout <==
cell / Yosys / layout
dfrtp_1: 266 / 264
a22oi_1: 27 / 27
a21oi_2: 12 / 12
xnor2_1: 9 / 9
nor2_1: 23 / 23
o22a_1: 9 / 9
clkbuf_16: 0 / 29
o221ai_1: 4 / 4
clkinv_2: 0 / 4
a22o_1: 6 / 6
nand3_1: 11 / 11
inv_1: 5 / 5
clkbuf_8: 0 / 6
o21ai_0: 9 / 9
mux2_4: 30 / 30
a221oi_1: 4 / 4
o211ai_1: 4 / 4
clkdlybuf4s50_1: 0 / 36
clkbuf_1: 48 / 7
nand4_1: 6 / 6
a211o_1: 4 / 4
a21oi_1: 16 / 16
ha_1: 8 / 5
mux2_2: 229 / 229
nand2_1: 33 / 33
a222oi_1: 23 / 23
a41oi_1: 9 / 9
buf_4: 8 / 39
mux2i_1: 18 / 18
a211oi_1: 4 / 4
a32oi_1: 10 / 10
a311oi_1: 4 / 4
o32a_1: 4 / 4
mux4_2: 9 / 9
nor2b_1: 6 / 6
a2111o_1: 4 / 4
==> area by class of cell <==
cell class                      count  area (um^2)
Timing Repair Buffer               77        688.2
Multi-Input combinational cell    557         5360
Inverter                            6        22.52
Clock inverter                     11        142.6
Antenna cell                        1        2.502
Tap cell                          396        495.5
Sequential cell                   266         6659
Clock buffer                       42        834.6
Fill cell                        2681        16380
==> final timing paths <==
path	start	end	depth (start not counted)	slack (ps)
min in group clk0	sync_ram.mem[15][13]$_DFFE_PN0P_	sync_ram.mem[15][13]$_DFFE_PN0P_	1	500
min reg2reg	sync_ram.mem[15][13]$_DFFE_PN0P_	sync_ram.mem[15][13]$_DFFE_PN0P_	1	500
max reg2reg	rd_ptr[2]$_DFFE_PN0P_	sync_ram.mem[1][15]$_DFFE_PN0P_	6	2040
max	rd_ptr[0]$_DFFE_PN0P_	data_out[14]	6	380
min	aresetn	sync_ram.mem[9][0]$_DFFE_PN0P_	1	390
max in group asynchronous	aresetn	rd_ptr[3]$_DFFE_PN0P_	2	3280
==> routing by layer <==
layer	share of wire (%)	wire length, um	vias to the layer above	global-route usage (%)
met5	0.085	27	-	0
met4	2.1	658	4	3.460
met3	8.4	2670	60	7.518
met2	43	13840	241	30.41
met1	46	14700	4007	35.36
li1	-	-	3483	-
==> logic make-up after synthesis <==
kind of cell	count (synthesis)	share of synthesized area [%]
DFF	266	53.52
buffers and inverters	90	3.511
AOI/OAI and AO/OA	162	10.58
adders and majority gates	8	0.8048
muxes	286	27.43
and+or+nand+nor	88	3.239
xor gates and xnor gates	13	0.9154
Power is estimated from default activity; no workload was simulated.
