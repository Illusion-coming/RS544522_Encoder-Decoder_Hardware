==> ./design.v <==
module round_robin_32 #(
  parameter int unsigned REQ_NB = 32
) (
  input  wire                   clk_i,
  input  wire                   rst_ni,
  input  wire                   en,
  input  wire  [REQ_NB-1:0]     req,
  output logic [REQ_NB-1:0]     grant
);
    generate
        if (REQ_NB == 32) begin : g_rr32
            localparam int GROUPS = 4;
            localparam int GSIZE  = 8;
            logic [GSIZE-1:0] req_g [0:GROUPS-1];
            for (genvar g = 0; g < GROUPS; g++) begin : g_split
                for (genvar j = 0; j < GSIZE; j++) begin
                    assign req_g[g][j] = req[g*GSIZE + j];
                end
            end
            logic [GROUPS-1:0] req_grp_any;
            for (genvar g = 0; g < GROUPS; g++) begin : g_any
                assign req_grp_any[g] = |req_g[g];
            end
            logic [GROUPS-1:0] grant_grp;
            round_robin_core #(.REQ_NB(GROUPS)) u_rr_grp (
                .clk_i   (clk_i),
                .rst_ni  (rst_ni),
                .en      (en),
                .req     (req_grp_any),
                .grant   (grant_grp)
            );
            logic [GSIZE-1:0] grant_g [0:GROUPS-1];
            for (genvar g = 0; g < GROUPS; g++) begin : g_child
                round_robin_core #(.REQ_NB(GSIZE)) u_rr_child (
                .clk_i   (clk_i),
                .rst_ni  (rst_ni),
                .en      (en & grant_grp[g]),
                .req     (req_g[g]),
                .grant   (grant_g[g])
                );
            end
            logic [GSIZE-1:0] grant0;
            logic [GSIZE-1:0] grant1;
            logic [GSIZE-1:0] grant2;
            logic [GSIZE-1:0] grant3;
            assign grant0 = ({GSIZE{grant_grp[0]}} & grant_g[0]);
            assign grant1 = ({GSIZE{grant_grp[1]}} & grant_g[1]);
            assign grant2 = ({GSIZE{grant_grp[2]}} & grant_g[2]);
            assign grant3 = ({GSIZE{grant_grp[3]}} & grant_g[3]);
            assign grant = {grant3, grant2, grant1, grant0};
        end else begin : g_fallback
            round_robin_core #(.REQ_NB(REQ_NB)) u_rr (
                .clk_i   (clk_i),
                .rst_ni  (rst_ni),
                .en      (en),
                .req     (req),
                .grant   (grant)
            );
        end
        endgenerate
endmodule
`timescale 1 ns / 1 ps
`default_nettype none
module round_robin_core
    #(
        parameter REQ_NB = 4
    )(
        input  wire                   clk_i,
        input  wire                   rst_ni,
        input  wire                   en,
        input  wire  [REQ_NB    -1:0] req,
        output logic [REQ_NB    -1:0] grant
    );
    logic [REQ_NB    -1:0] mask;
    logic [REQ_NB    -1:0] masked;
    generate
    if (REQ_NB==4) begin : GRANT_4
    always @ (*) begin
        masked = mask & req;     
        if (|masked) begin
            if      (masked[0]) grant = 4'b0001;
            else if (masked[1]) grant = 4'b0010;
            else if (masked[2]) grant = 4'b0100;
            else if (masked[3]) grant = 4'b1000;
            else                grant = 4'b0000;
        end else begin
            if      (req[0]) grant = 4'b0001;
            else if (req[1]) grant = 4'b0010;
            else if (req[2]) grant = 4'b0100;
            else if (req[3]) grant = 4'b1000;
            else             grant = 4'b0000;
        end
    end
    end else if (REQ_NB==8) begin : GRANT_8
    always @ (*) begin
        masked = mask & req;
        if (|masked) begin
            if      (masked[0]) grant = 8'b00000001;
            else if (masked[1]) grant = 8'b00000010;
            else if (masked[2]) grant = 8'b00000100;
            else if (masked[3]) grant = 8'b00001000;
            else if (masked[4]) grant = 8'b00010000;
            else if (masked[5]) grant = 8'b00100000;
            else if (masked[6]) grant = 8'b01000000;
            else if (masked[7]) grant = 8'b10000000;
            else                grant = 8'b00000000;
        end else begin
            if      (req[0]) grant = 8'b00000001;
            else if (req[1]) grant = 8'b00000010;
            else if (req[2]) grant = 8'b00000100;
            else if (req[3]) grant = 8'b00001000;
            else if (req[4]) grant = 8'b00010000;
            else if (req[5]) grant = 8'b00100000;
            else if (req[6]) grant = 8'b01000000;
            else if (req[7]) grant = 8'b10000000;
            else             grant = 8'b00000000;
        end
    end
    end
    endgenerate
    generate
    if (REQ_NB==4) begin : REQ_4
    always @ (posedge clk_i or negedge rst_ni) begin
        if (~rst_ni) begin
            mask <= {REQ_NB{1'b1}};
        end else begin
            if (en && |grant) begin
                if      (grant[0]) mask <= 4'b1110;
                else if (grant[1]) mask <= 4'b1100;
                else if (grant[2]) mask <= 4'b1000;
                else if (grant[3]) mask <= 4'b1111;
            end
        end
    end
    end else if (REQ_NB==8) begin : REQ_8
    always @ (posedge clk_i or negedge rst_ni) begin
        if (~rst_ni) begin
            mask <= {REQ_NB{1'b1}};
        end else begin
            if (en && |grant) begin
                if      (grant[0]) mask <= 8'b11111110;
                else if (grant[1]) mask <= 8'b11111100;
                else if (grant[2]) mask <= 8'b11111000;
                else if (grant[3]) mask <= 8'b11110000;
                else if (grant[4]) mask <= 8'b11100000;
                else if (grant[5]) mask <= 8'b11000000;
                else if (grant[6]) mask <= 8'b10000000;
                else               mask <= 8'b11111111;
            end
        end
    end
    end
    endgenerate
endmodule
`resetall
==> ./run.sh <==
#!/bin/bash
# OpenROAD 26Q1-2900-gdf79404cd8, Yosys 0.63+post, stock flow scripts
make -C /OpenROAD-flow-scripts/flow DESIGN_CONFIG=/design/flow/config.mk WORK_HOME=/design/flow/orfs finish
==> ./config.mk <==
export PLATFORM = sky130hd
export DESIGN_NAME = round_robin_32
export DESIGN_NICKNAME = round_robin_32
export VERILOG_FILES = /design/flow/design.v
export SDC_FILE = /design/flow/constraint.sdc
export NUM_CORES = 4
export LEC_CHECK = 1
export CORE_UTILIZATION = 30
==> ./constraint.sdc <==
current_design round_robin_32

set clk_period 4.1
set clk_io_pct 0.2

create_clock -name clk0 -period $clk_period [get_ports {clk_i}]

set non_clock_inputs [all_inputs -no_clocks]
set_input_delay [expr $clk_period * $clk_io_pct] -clock clk0 $non_clock_inputs
set_output_delay [expr $clk_period * $clk_io_pct] -clock clk0 [all_outputs]
==> impl_metrics.tcl <==
# implementation run metrics
set metrics [dict create \
    place_congestion 0.8888 \
    netlist.area_leader.share_pct 32.65 \
    maxCapViolCount 0 \
    num_vias 2746 \
    reg2reg_to "g_rr32.g_child[2].u_rr_child.mask[1]" \
    hpwl_mm 5.283 \
    routed_wirelength_mm 6.879 \
    route.detailed.drc 0 \
    crit_start "req[5]" \
    h-tree-depth 2 \
    min_period_over_period_pct 97.52 \
    top_layer "met4" \
    crit_slowest_cell "or4_4" \
    ys_chip_area_um2 2495 \
    cp_max_fo 8 \
    edf_count 0 \
    path_class "in2out" \
    num_io_pins 67 \
    cp_common_cell "clkdlybuf4s50_1" \
    rows 32 \
    min_period_ns 3.998 \
    setup_viol 0 \
    syn_avg_cell_area_um2 8.234 \
    synthCells 303 \
    worstSetupEndpointType "output port" \
    die_w_um 93.20 \
    topCellsByArea "dfstp_2 (33%), nand2_1 (7.7%), nor2_1 (5.1%), o21ai_0 (4.0%), nor3_1 (3.4%)" \
    cts_setup_buffers 0 \
    grt_max_degree 32 \
    drive_above_1_share_pct 29.06 \
    cts_tree "yes" \
    clk_latency_ns 0.28 \
    diodes 0 \
    dieArea_um2 8685 \
    status "complete, no violations" \
    fin_ws_ns 0.1018 \
    synth.cell_area_um2 2495 \
    globalRoute.totalOverflow 0 \
    fmax_ghz 0.2501 \
    fp_util_pct 31.63 \
    common_cells "nand2_1 (51), nor2_1 (34), dfstp_2 (31)" \
    skew_ns 0.01009 \
    finalInstanceArea_um2 3729 \
    crit_end "grant[19]" \
    grt_pass1_vias 2403 \
    place_area_um2 3556 \
    crit_required_ns 3.28 \
    pwr_density_cell_nw_per_um2 545.3 \
    gr-usage-all-layers_pct 15.91 \
    postCtsHoldBufs 0 \
    slowest_delay_ns 0.61 \
    ant_nets 0 \
    pre_cts_slack_ns -0.04527 \
    antenna_found_initial 0 \
    start_kind "input pin" \
    slew_headroom_pct 47.91 \
    grt_pass1_wl_mm 11.12 \
    ys_cells 303 \
    clk_pin_slew_ns 0.07 \
    top_cell "nand2_1" \
    vias_per_cell 5.332 \
    rsz0062_at_grt "no" \
    syn2layout_area_growth_pct 49.45 \
    clock-sinks 31 \
    drt_iter0_drc 105 \
    tightest_slew_ns 0.7706 \
    reg2reg_from "g_rr32.g_child[2].u_rr_child.mask[5]" \
    fp.dieH_um 93.20 \
    met1Wirelength_mm 3.374 \
    coreArea_um2 7888 \
    r2r_cells 6 \
    synth_flops 31 \
    wl_met2_mm 2.977 \
    worstPathArrival_ns 3.18 \
    ff_type "dfstp_2" \
    synth-warning-count 6 \
    slew_violations 0 \
    root_buffer "clkbuf_8" \
    wl_per_cell_um 13.36 \
    rrSetupSlack_ns 1.88 \
    finalPower_mw 2.033 \
    numCtsBuffers 5 \
    synth_seq_share_pct 32.65 \
    top_area_cell "dfstp_2" \
    tool_warnings 25 \
    total_leakage_power_nw 1.482 \
    hold_viol_final 0 \
    holdWs_ns 0.4716 \
    ys_async_sr_fraction_pct 100.0 \
    drt_pass1_iterations 7 \
    cp_cell_sequence "clkdlybuf4s50_1, or4_4, o21ai_4, o21ai_1, or2_4, nor3_1, clkdlybuf4s50_1" \
    ir_drop_mv 0.2321 \
    clk_path_buf_depth 2 \
    min_path_type "reg2reg" \
    port_buffers 66 \
    wl_met3_um 456 \
    nFillCells 746 \
    synth_cell_types 64 \
]
==> cell families after synthesis <==
| kind of cell | share of synthesized area [%] |
|---|---|
| compound gates | 24.87 |
| buf+inv | 3.059 |
| mux | 3.009 |
| simple gates | 36.41 |
| flops | 32.65 |
==> sequential cells by signal (all words and copies together), names as in the netlist <==
signal                          cells
g_rr32.g_child.u_rr_child.mask     28
g_rr32.u_rr_grp.mask                3
==> critical path, delay by kind of cell <==
kind                   cells  cell delay [ns]
AND/OR/NAND/NOR            3             1.11
AND-OR/OR-AND              2             0.33
buffers and inverters      2             0.92
==> through the flow <==
stage          std cells  TNS (ns)  util, %
6_report             515         0    47.27
5_1_grt              515         0    47.27
4_1_cts              515         0    46.86
3_5_place_dp         507   -0.2444    45.08
3_3_place_gp         507  -0.05371    45.08
2_1_floorplan        303         0        -
==> layout make-up <==
| cell class | instances | area [um^2] | share of cell area (%) |
|---|---|---|---|
| Clock buffer | 6 | 82.58 | 2.215 |
| Timing Repair Buffer | 109 | 985.9 | 26.44 |
| Clock inverter | 2 | 35.03 | 0.9396 |
| Multi-Input combinational cell | 258 | 1657 | 44.43 |
| Inverter | 7 | 26.28 | 0.7047 |
| Sequential cell | 31 | 814.5 | 21.85 |
| Tap cell | 102 | 127.6 | 3.423 |
==> layout by cell type, fill, tap and decap left out, drive strengths merged, types with 6 or more instances in the layout <==
cell           instances
nor4                   8
clkdlybuf4s50         65
nand2                 51
clkbuf                 6
a31oi                  9
nor2                  35
nor3                  18
nand3                  7
buf                   43
dfstp                 31
a22oi                  8
inv                    7
mux2                   6
o21ai                 24
a21oi                  9
==> repair_timing <==
action / CTS / global route
hold endpoints to repair: 0 / 0
endpoints found under the setup margin: 10 / 11
resized: 5 / 7
gates cloned: 0 / 0
pin swaps: 0 / 3
==> report_power, final <==
group | switching (mW) | leakage (nW) | total (mW) | internal (mW)
Sequential | 0.135 | 0.325 | 0.695 | 0.559
Combinational | 0.514 | 1.10 | 1.03 | 0.512
Clock | 0.116 | 0.0612 | 0.312 | 0.197
Total | 0.765 | 1.48 | 2.03 | 1.27
==> how the worst min path moves through the flow <==
stage	start	to	slack (ns)	depth (start not counted)
6_report	g_rr32.g_child[0].u_rr_child.mask[3]	g_rr32.g_child[0].u_rr_child.mask[3]	0.47	2
5_1_grt	g_rr32.g_child[0].u_rr_child.mask[3]	g_rr32.g_child[0].u_rr_child.mask[3]	0.50	2
4_1_cts	g_rr32.g_child[0].u_rr_child.mask[3]	g_rr32.g_child[0].u_rr_child.mask[3]	0.47	2
==> per-layer routing <==
metal | GRT usage (%) | vias up
met4 | 1.923 | 0
met2 | 23.53 | 88
met5 | 0 | -
met3 | 2.564 | 6
met1 | 25.55 | 1261
li1 | - | 1391
No activity file was given, so power comes from the tool's default toggle rates.
