$ cat flow/design.v
module chien_root_counter #(
    parameter int P = 32                  
    )(
    input  logic                 clk_i,
    input  logic                 rst_ni,
    input  logic                 sigma_start_i,    
    input  logic                 sigma_valid_i,    
    input  logic                 chien_busy,     
    input  logic                 chien_done,     
    input  logic [P-1:0]         hit_mask_i,
    output logic [3:0]           root_cnt_o,
    output logic                 root_cnt_valid_o
    );
    localparam n = 11;
    logic [$clog2(P+1)-1:0] addend_c;   
    always @(*) begin
        addend_c = '0;
        for (int i = 0; i < P; i++) begin
            addend_c = addend_c + hit_mask_i[i];
        end
    end
    logic [3 : 0] root_cnt_q;
    always @(posedge clk_i or negedge rst_ni) begin
        if (!rst_ni) begin
            root_cnt_q       <= '0;
            root_cnt_valid_o <= 1'b0;
        end else begin
        if (sigma_start_i && sigma_valid_i) begin
            root_cnt_q       <= '0;
            root_cnt_valid_o <= 1'b0;
        end else if (chien_busy) begin
            root_cnt_q       <= root_cnt_q + addend_c;
            root_cnt_valid_o <= chien_done;            
        end else begin
            root_cnt_valid_o <= 1'b0;
        end
        end
    end
    assign root_cnt_o = root_cnt_q;
    // synopsys translate_off
    always @(posedge clk_i) begin
        if (chien_done && !chien_busy) begin
            $warning("[chien_root_counter] chien_done 高但 chien_busy 低（协议不一致）");
        end
        if (root_cnt_valid_o && (root_cnt_q > n)) begin
            $warning("[chien_root_counter] root_cnt_o=%0d 超过 n=%0d（输入尾拍掩码可能未屏蔽）", root_cnt_q, n);
        end
    end
    // synopsys translate_on
endmodule
$ cat flow/run.sh
#!/bin/bash
# OpenROAD 26Q1-2900-gdf79404cd8, Yosys 0.63+post, stock flow scripts
make -C /OpenROAD-flow-scripts/flow DESIGN_CONFIG=/design/flow/config.mk WORK_HOME=/design/flow/orfs finish
$ cat flow/config.mk
export PLATFORM = sky130hd
export DESIGN_NAME = chien_root_counter
export DESIGN_NICKNAME = chien_root_counter
export VERILOG_FILES = /design/flow/design.v
export SDC_FILE = /design/flow/constraint.sdc
export NUM_CORES = 4
export LEC_CHECK = 1
export CORE_AREA = 10 10 94 94
export DIE_AREA = 0 0 104 104
$ cat flow/constraint.sdc
current_design chien_root_counter

set clk_period 4.4
set clk_io_pct 0.2

create_clock -name clk0 -period $clk_period [get_ports {clk_i}]

set non_clock_inputs [all_inputs -no_clocks]
set_input_delay [expr $clk_period * $clk_io_pct] -clock clk0 $non_clock_inputs
set_output_delay [expr $clk_period * $clk_io_pct] -clock clk0 [all_outputs]
==> out/metrics.csv <==
metric,value,unit
yosys cell count,96,
Top-area cell share,51.8,%
CP Launch Type,input port,
vias post-DR,721,
"Hold Vio Cnt, Final",0,
largest net degree at the start of global routing,8,
Hold Slack,0.551,ns
cell area after synthesis,1000,um^2
"buffers from clock root to sink, at most",2,
Netlist cell types,17,
Worst Setup SP,hit_mask_i[21],
FP Rows,30,
worst hold path class,reg2reg,
Slew HR,80.7,%
vias in the first global route,869,
Area contributors post-synth,"fa_1, inv_1, dfrtp_1",
total grt overflow,0,
area of the core,6830,um^2
Fin Setup TNS,-2.08,ns
Post-CTS Setup Repair Bufs,0,
Top Ports,43,
FP Core Util,14.7,%
failing checks,setup timing,
number of enable flip-flop cells,0,
tool warning count,28,
chip area,10800,um^2
CP arrival,5.13,ns
Die Ht,104,um
first-pass GRT wire length,4130,um
Mapped Cells,96,
clk slew on worst S/H paths,0.04,ns
Reg2Reg Launch Point,root_cnt_q[0],
synth-to-layout area growth,57.9,%
ys async rst share,100,%
Starting DRT DRC Count,16,
met2 wire len,1130,um
ANT cells,0,
DP HPWL,2280,um
Post-synth seq share,12.5,%
crit path DRT,4.50,ns
Fin Clk Skew,0.00495,ns
Total Wirelength,2420,um
M1 WL,1110,um
worst hold start,root_cnt_q[3],
Crit Path Category,in2reg,
metal3 WL,176,um
GPL Wtd Cong,0.721,
Root Driver,clkbuf_8,
RSZ-0062 raised after global routing,true,
synth cell count leaders,"inv_1, fa_1, dfrtp_1, ha_1, mux2i_1",
worst slew pin tran,0.288,ns
post-layout min period,5.03,ns
CTS tree,yes,
DRC,0,
htree depth,1,
Synth area leader,fa_1,
Yosys top cell by instances,inv_1,
First-pass DRT Iterations,4,
Wirelength per Cell,10.1,um
port bufs,42,
Via density,3.02,
# clock sinks,5,
Die W,104,um
DR top layer,met3,
"Avg Cell Area, Syn",10.5,um^2
max-cap violations,0,
clock buffer count from CTS,3,
share of layout cells above drive strength 1,19.6,%
Yosys reg bits,5,
status,finished with violations,
Final Core Density,23.2,%
Slew Limit Fails,0,
clk latency of the worst-skew pair,0.22,ns
Antenna Nets Post-Route,0,
GRT Total Usage,4.77,%
Final setup viols,4,
nature of the critical path endpoint,register,
fmax,199,MHz
Main synth FF type,dfrtp_1,
initial antenna violation count,0,
worst setup margin,-0.634,ns
YS warnings,2,
Tcrit/Tclk final,114,%
Crit Path Max Fanout,2,
YS chip area,1000,um^2
## layout make-up
class                           instances  area, um^2
Clock buffer                            4        45.0
Fill cell                             753        5250
Inverter                               39         146
Multi-Input combinational cell         51         747
Sequential cell                         5         125
Tap cell                               96         120
Timing Repair Buffer                   44         403
## logic make-up (layout without fill, tap and decap cells)
group,after synthesis,after routing,share of synthesized area (%)
buf+inv,40,87,15.1
fa+ha+maj,31,31,58.0
simple gates,7,7,3.61
compound gates,5,5,3.36
flops,5,5,12.5
xor+xnor,4,4,3.49
mux,4,4,3.99
## critical path, cell delays in order
cell and delay [ns]:
buf_6 0.09, fa_1 0.52, inv_1 0.05, fa_1 0.51, inv_2 0.04, fa_1 0.47, inv_1 0.05, fa_1 0.45
fa_1 0.53, fa_1 0.42, fa_2 0.36, fa_2 0.55, inv_2 0.03, mux2i_1 0.12, a21oi_1 0.05
## repair_timing
action                     in CTS  in global routing
cloned                          0                  0
pin swaps                      16                 15
setup endpoints to repair       4                  4
hold buffers                    0                  0
resized                        45                 12
## registers in the layout, indices dropped and copies added (netlist names)
signal / cells
root_cnt_q: 4
root_cnt_valid_o: 1
## cells in the final DEF, fill, tap and decap left out, drive strengths merged, types with 2 or more instances in the layout
cell	n
buf	9
xnor2	2
a21oi	3
mux2i	4
clkdlybuf4s15	4
xor2	2
clkdlybuf4s50	27
fa	26
ha	5
inv	39
dfrtp	5
clkbuf	7
nand2	2
## worst paths after layout
check	end	slack, ns	cells after the start
worst max register to register	root_cnt_q[1]	0.26	11
worst min register to register	root_cnt_q[3]	0.55	2
min in group asynchronous	root_cnt_q[2]	0.88	1
max in group asynchronous	root_cnt_valid_o	3.32	1
worst min-delay path	root_cnt_q[3]	0.55	2
worst max-delay path	root_cnt_q[1]	-0.63	15
## metrics by stage
stage / worst slack, ns / instances / cell area (um^2)
5_1_grt: -0.810 / 239 / 1590
4_1_cts: -0.781 / 239 / 1590
6_report: -0.634 / 239 / 1590
3_3_place_gp: -1.22 / 235 / 1560
3_5_place_dp: -1.22 / 235 / 1560
2_1_floorplan: -0.626 / 96 / 1010
## metal layers
layer,up-vias,track usage (%)
li1,360,-
met1,337,6.37
met2,24,7.57
met3,0,1.88
met4,0,0.0994
met5,-,0
