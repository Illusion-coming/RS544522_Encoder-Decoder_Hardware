## flow/run.sh

```bash
#!/bin/bash
# OpenROAD 26Q1-2900-gdf79404cd8, Yosys 0.63+post, stock flow scripts
make -C /OpenROAD-flow-scripts/flow DESIGN_CONFIG=/design/flow/config.mk WORK_HOME=/design/flow/orfs finish
```

## flow/config.mk

```make
export PLATFORM = sky130hd
export DESIGN_NAME = gf1024_mul_const
export DESIGN_NICKNAME = gf1024_mul_const
export VERILOG_FILES = /design/flow/design.v
export SDC_FILE = /design/flow/constraint.sdc
export NUM_CORES = 4
export LEC_CHECK = 1
export CORE_AREA = 10 10 94 94
export DIE_AREA = 0 0 104 104
```

## flow/constraint.sdc

```tcl
current_design gf1024_mul_const

set clk_period 5.3
set clk_io_pct 0.2

create_clock -name clk0 -period $clk_period

set non_clock_inputs [all_inputs -no_clocks]
set_input_delay [expr $clk_period * $clk_io_pct] -clock clk0 $non_clock_inputs
set_output_delay [expr $clk_period * $clk_io_pct] -clock clk0 [all_outputs]
```

## flow/design.v

```verilog
module gf1024_mul_pb_k5_flat (
  input  wire [9:0] A,   
  input  wire [9:0] B,
  output wire [9:0] P
);
  wire [4:0] A0 = A[4:0];
  wire [4:0] A1 = A[9:5];
  wire [4:0] B0 = B[4:0];
  wire [4:0] B1 = B[9:5];
  wire [8:0] T0, T1, T2;
  mul5x5_poly u_mul00 (.a(A0),        .b(B0),        .p(T0));
  mul5x5_poly u_mul11 (.a(A1),        .b(B1),        .p(T1));
  mul5x5_poly u_mulX  (.a(A0 ^ A1),   .b(B0 ^ B1),   .p(T2));
  wire U0 = T0[0] ^ T1[0];
  wire U1 = T0[1] ^ T1[1];
  wire U2 = T0[2] ^ T1[2];
  wire U3 = T0[3] ^ T1[3];
  wire U4 = T0[4] ^ T1[4];
  wire U5 = T0[5] ^ T1[5];
  wire U6 = T0[6] ^ T1[6];
  wire U7 = T0[7] ^ T1[7];
  wire U8 = T0[8] ^ T1[8];
  wire S0 = T2[0] ^ T0[0] ^ T1[0];
  wire S1 = T2[1] ^ T0[1] ^ T1[1];
  wire S2 = T2[2] ^ T0[2] ^ T1[2];
  wire S3 = T2[3] ^ T0[3] ^ T1[3];
  wire S4 = T2[4] ^ T0[4] ^ T1[4];
  wire S5 = T2[5] ^ T0[5] ^ T1[5];
  wire S6 = T2[6] ^ T0[6] ^ T1[6];
  wire S7 = T2[7] ^ T0[7] ^ T1[7];
  wire S8 = T2[8] ^ T0[8] ^ T1[8];
  assign P[0] = U0 ^ S5 ^ T1[7];
  assign P[1] = U1 ^ S6 ^ T1[8];
  assign P[2] = U2 ^ S7;
  assign P[3] = U3 ^ S5 ^ S8 ^ T1[0] ^ T1[7];
  assign P[4] = U4 ^ S6 ^ T1[1] ^ T1[8];
  assign P[5] = U5 ^ S0 ^ S7 ^ T1[2];
  assign P[6] = U6 ^ S1 ^ S8 ^ T1[3];
  assign P[7] = U7 ^ S2 ^ T1[4];
  assign P[8] = U8 ^ S3 ^ T1[5];
  assign P[9] =      S4 ^       T1[6];
endmodule
module mul5x5_poly (
  input  wire [4:0] a,
  input  wire [4:0] b,
  output wire [8:0] p
);
  wire a0=a[0], a1=a[1], a2=a[2], a3=a[3], a4=a[4];
  wire b0=b[0], b1=b[1], b2=b[2], b3=b[3], b4=b[4];
  assign p[0] = (a0 & b0);
  assign p[1] = (a0 & b1) ^ (a1 & b0);
  assign p[2] = (a0 & b2) ^ (a1 & b1) ^ (a2 & b0);
  assign p[3] = (a0 & b3) ^ (a1 & b2) ^ (a2 & b1) ^ (a3 & b0);
  assign p[4] = (a0 & b4) ^ (a1 & b3) ^ (a2 & b2) ^ (a3 & b1) ^ (a4 & b0);
  assign p[5] = (a1 & b4) ^ (a2 & b3) ^ (a3 & b2) ^ (a4 & b1);
  assign p[6] = (a2 & b4) ^ (a3 & b3) ^ (a4 & b2);
  assign p[7] = (a3 & b4) ^ (a4 & b3);
  assign p[8] = (a4 & b4);
endmodule
module gf1024_mul_const #(
    parameter int W = 10
    )(
    input  wire [W-1:0] a_const,   
    input  wire [W-1:0] b_var,     
    output wire [W-1:0] p_out
    );
    gf1024_mul_pb_k5_flat u_mul (
        .A (a_const),
        .B (b_var),
        .P (p_out)
    );
endmodule
```

==> results.txt <==
core area = 6830 um^2
Setup Slack @ Placement = 0.439 ns
Hold WC Path Type = primary input to output port
synth top area cells = xnor2_1 30%, xnor3_1 27%, nand2_1 15%, xor2_1 8.6%, nor2_1 6.5%
die width = 104 um
post-cts resize count = 0
final hold vios = 0
cell count listed in synth_stat.txt = 169
DRT iter0 DRCs = 78
wire length of the first global-routing pass = 6.15 mm
n_diodes = 0
Routed WL = 3.72 mm
Leak = 0.756 nW
synthesis area per yosys = 1330 um^2
peak supply drop = 0.0822 mV
grt ovf = 0
Critical path origin = a_const[2]
Final period util = 91.7%
Via density = 3.98
Seq/Total Area, Yosys = 0%
total die size = 10800 um^2
Max-slew headroom = 67.7%
Sequential Area = 0 um^2
fin. max-slew vios = 0
CP arrival = 3.80 ns
vias in the first global route = 1160
yosys warns = 0
post-layout power = 0.514 mW
Crit. End Element = output port
Clock power frac = 0%
switching portion of total power = 31.2%
Post-CTS Hold Buffers = 0
fp util = 19.5%
status = finished clean
# rows = 30
Peak Freq = 206 MHz
area grow syn2layout = 29.7%
Setup crit end = p_out[4]
CP Class = primary input to output port
Area leader share = 30.3%
Internal Power = 0.354 mW
largest net degree at the start of global routing = 11
PortBufs = 30
Worst Max-Slew Pin Slew = 0.481 ns
min Tclk post-route = 4.86 ns
part of the power in registers = 0%
final worst-path setup slack = 0.442 ns
setup TNS = 0 ns
DRC Markers = 0
NetSw = 0.160 mW
CP startpoint kind = primary input
Layout Cells excl Fill = 288
placed cells = 288
critical path peak fanout = 6
total iterations of the first detailed-routing run = 5
RSZ-0062 raised after global routing = false
DP Area = 1720 um^2
Setup-failing EPs final = 0
synthesized instance count = 169
combinational group share of total power = 100.0%
Finished Core Util = 25.2%
max cap viols = 0
tool warnings = 32
IO Pins = 30
Hold WS = 3.47 ns
Mapped Area = 1330 um^2
clkbuf count = 0
Post-CTS Repair Setup Buffers = 0
Final Instance Area = 1720 um^2
P per Cell Area = 299 nW/um^2
area leader, netlist = xnor2_1
Netlist cell types = 17
Flops = 0
vias after detailed routing = 1145
hpwl dp = 3.05 mm
Mean Syn Cell Area = 7.86 um^2
die extent in y = 104 um
worst path required time = 4.24 ns
GRT Util Overall = 6.86%
Final Wtd Congestion = 0.905
share of cells above drive strength 1 = 2.60%
post-detailed-route count of antenna-violating nets = 0
WL/cell = 12.9 um
initial antenna violation count = 0
[worst min-delay path by stage]
stage | startpoint | to | slack, ns | depth (start not counted)
5_1_grt | a_const[0] | p_out[0] | 3.56 | 4
4_1_cts | a_const[0] | p_out[0] | 3.50 | 4
6_report | a_const[0] | p_out[0] | 3.47 | 4
[cell usage after synthesis]
cell type,n
nand2_1,52
nor4bb_1,1
nor2_1,23
inv_1,1
a22oi_2,1
a221oi_1,1
xor2_1,13
a21oi_1,1
xnor2_1,46
nor2b_1,1
mux2_4,1
buf_2,3
mux2_2,1
xnor3_1,16
xnor2_2,1
xor3_1,2
clkbuf_1,5
[power groups by stage]
stage     combinational, mW  clock [mW]  sequential (mW)
6_report              0.514           0                0
5_1_grt               0.564           0                0
4_1_cts               0.532           0                0
[cells by family (layout without fill, tap and decap cells)]
logic type	count (synthesis)	in the layout	share of synthesized area, %
muxes	2	2	1.98
xor gates and xnor gates	78	78	70.8
and+or+nand+nor	77	77	22.4
AOI/OAI and AO/OA	3	3	1.98
buffers and inverters	9	32	2.82
[cell usage in the layout (no fill, tap or decap), types with 2 or more instances in the layout]
cell type        synthesis  routed
clkdlybuf4s50_1          0      30
xnor2_1                 46      46
nor2_1                  23      23
xor2_1                  13      13
xor3_1                   2       2
nand2_1                 52      52
xnor3_1                 16      16
[layout make-up]
class	instances	area [um^2]
well taps	96	120
multi-input cells	160	1290
inverters	1	3.75
fillers	783	5110
repair buffers	31	308
[worst max-delay path: stages]
cell	delay, ns
clkdlybuf4s50_1	0.59
xnor2_2	0.35
mux2_4	0.34
a22oi_2	0.17
xnor3_1	0.44
xor3_1	0.38
clkdlybuf4s50_1	0.46
[per-layer routing]
layer / wire [um] / track usage, % / part of all wire, % / vias up
met4: 17 / 0.298 / 0.46 / 0
met5: 0 / 0 / 0 / -
met2: 1590 / 10.5 / 43 / 53
li1: - / - / - / 573
met1: 1790 / 10.0 / 48 / 517
met3: 328 / 1.69 / 8.8 / 2
Power is estimated from default activity; no workload was simulated.
